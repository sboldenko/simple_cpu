`flow/design.v`:
```
module controller
(
	input  clk,
	input  [7:0] opcode,
	output jump_to_addr,
	output [3:0] alu_control,
	output rd_dmem, 	
	output wr_dmem 	
);
	assign jump_to_addr = (opcode == 8'h02) ? 1'b1 : 1'b0;
	assign alu_control = 	(opcode == 8'h03) ? (4'b0001) :
							(opcode == 8'h04) ? (4'b0010) :
							(opcode == 8'h05) ? (4'b0100) :
							(opcode == 8'h06) ? (4'b1000) : 4'b0000;
	assign rd_dmem = (opcode == 8'h00) ? 1'b1 : 1'b0;
	assign wr_dmem = (opcode == 8'h01) ? 1'b1 : 1'b0;
endmodule
```
`flow/run.sh`:
```
#!/bin/bash
# OpenROAD 26Q1-2900-gdf79404cd8, Yosys 0.63+post, stock flow scripts
make -C /OpenROAD-flow-scripts/flow DESIGN_CONFIG=/design/flow/config.mk WORK_HOME=/design/flow/orfs finish
```
`flow/config.mk`:
```
export PLATFORM = sky130hd
export DESIGN_NAME = controller
export DESIGN_NICKNAME = controller
export VERILOG_FILES = /design/flow/design.v
export SDC_FILE = /design/flow/constraint.sdc
export NUM_CORES = 4
export LEC_CHECK = 1
export CORE_AREA = 10 10 70 70
export DIE_AREA = 0 0 80 80
```
`flow/constraint.sdc`:
```
current_design controller

set clk_period 1.6
set clk_io_pct 0.2

create_clock -name clk0 -period $clk_period

set non_clock_inputs [all_inputs -no_clocks]
set_input_delay [expr $clk_period * $clk_io_pct] -clock clk0 $non_clock_inputs
set_output_delay [expr $clk_period * $clk_io_pct] -clock clk0 [all_outputs]
```
==> tab_implementation.tex <==
% Auto-generated results table
\begin{tabular}{lr}
\hline
Metric & Value \\
\hline
\multicolumn{2}{l}{\textbf{Yosys}} \\
Post-synthesis cell area & slightly above 80 um\^{}2 \\
Unique masters post-synth & 7 \\
Area share of the largest cell type after synthesis & between 30\% and 40\% \\
Most common cell in the netlist & sky130\_fd\_sc\_hd\_\_nor4\_1 \\
Ranking of synthesized cells by instance count & 4 x sky130\_fd\_sc\_hd\_\_nor4\_1, 3 x sky130\_fd\_sc\_hd\_\_nand2b\_1, 2 x sky130\_fd\_sc\_hd\_\_nor3\_1, 2 x sky130\_fd\_sc\_hd\_\_or4\_1 \\
Sequential element share of the synthesized area & 0\% \\
Yosys top cell by area & sky130\_fd\_sc\_hd\_\_nor4\_1 \\
Synthesis warning total & 0 \\
Cell area leaders & sky130\_fd\_sc\_hd\_\_nor4\_1 31\%, sky130\_fd\_sc\_hd\_\_nand2b\_1 23\%, sky130\_fd\_sc\_hd\_\_or4\_1 18\%, sky130\_fd\_sc\_hd\_\_nor3\_1 12\%, sky130\_fd\_sc\_hd\_\_buf\_2 6.2\% \\
Mean area per synthesized cell & 5.809 um\^{}2 \\
Ys cells & 14 \\
Post-synthesis instance total & 14 \\
Yosys Chip Area & 81.33 um\^{}2 \\
\multicolumn{2}{l}{\textbf{Placement}} \\
DPL Wire Length & roughly 520 um \\
Global placement routability congestion & 0.7477 \\
Number of port buffers & 15 \\
\multicolumn{2}{l}{\textbf{Final layout}} \\
Fraction of layout instances using a drive strength above 1 & 76.32\% \\
Reg area & 0 um\^{}2 \\
Area growth from synthesis to layout & 435.4\% \\
Final core occ & $\sim$13\% \\
Filler instances & a little under 400 \\
Clkbuf count & 0 \\
Number of sequential cells in the layout & 0 \\
\multicolumn{2}{l}{\textbf{Timing}} \\
Count of endpoints failing setup in the final report & 7 \\
Final-report hold violation count & 0 \\
Post-route fraction of the period consumed by the critical path & 113.8\% \\
Max transition margin & approximately 80\% \\
Final critical-path required period & approximately 1.8 ns \\
Final Hold Slack & 1.067 ns \\
Max frequency & between 500 and 600 MHz \\
Setup repair after global routing missed its margin & true \\
Slew @ Worst Pin & between 0.2 and 0.3 ns \\
Max Slew Vio Count & 0 \\
Final critical-path setup slack & -0.2215 ns \\
\multicolumn{2}{l}{\textbf{Detailed routing}} \\
Number of vias per cell & between 2 and 3 \\
Vias post-DR & 218 \\
Number of nets with antenna violations after routing & 0 \\
Length of the first detailed-routing pass in iterations & 2 \\
Routed wirelength normalized by instance count & $\sim$8.5 um \\
First DRT Iteration DRCs & 1 \\
Antenna diode count & 0 \\
Routed Wire Length & 718 um \\
Post-detailed-route DRC marker count & 0 \\
\multicolumn{2}{l}{\textbf{Min path}} \\
Min-Delay Path Depth & 5 \\
Beginning of the worst hold path & opcode[6] \\
Hold WC Path Type & in -> out \\
Hold-critical path endpoint & alu\_control[2] \\
\multicolumn{2}{l}{\textbf{Power}} \\
Power Density & between 100 and 150 nW/um\^{}2 \\
Static leakage & 0.1778 nW \\
Maximum resistive drop on vdd & 25.25 uV \\
\multicolumn{2}{l}{\textbf{Setup path}} \\
Element type at the critical path end & primary output \\
Endpoint required time on the critical path & around 1.3 ns \\
Top delay family on crit path & simple AND/OR/NAND/NOR gates \\
Total buffers and inverters traversed by the critical path & 4 \\
Max stage delay cell, worst path & sky130\_fd\_sc\_hd\_\_or4\_4 \\
Dominant cell type by count on the critical path & sky130\_fd\_sc\_hd\_\_buf\_6 \\
Largest stage delay on the critical path & roughly 0.55 ns \\
Max FO, Critical Path & 3 \\
WS Path Type & in -> out \\
Sort of element at the start of the critical path & input port \\
Arrival time at the worst endpoint & approximately 1.5 ns \\
Worst path cell trace & buf\_6 -> or4\_4 -> buf\_4 -> buf\_6 -> nor4\_4 -> buf\_2 \\
\multicolumn{2}{l}{\textbf{GRT}} \\
Antenna violations before repair & 0 \\
Maximum number of pins on one net before global-route repair & 5 \\
Wire length of the first global-routing pass & 1131 um \\
GR Util met2 & $\sim$3.5\% \\
Total routing usage reported by global routing & a little over 2\% \\
Total congestion overflow & 0 \\
Global-route met1 utilization & under 10\% \\
Met3 Resource Use GR & less than 1\% \\
Busiest layer in global routing & met2 \\
Via count of the first global-routing pass & roughly 230 \\
\multicolumn{2}{l}{\textbf{Outcome}} \\
Result of the run & complete, but fails checks \\
Failing checks & setup timing \\
\multicolumn{2}{l}{\textbf{Job}} \\
Count of max-cap constraint violations & 0 \\
Tool Warnings & 35 \\
\multicolumn{2}{l}{\textbf{Floorplan}} \\
Num rows & 21 \\
Die Wd & about 80 um \\
Total die area & 6400 um\^{}2 \\
Die Span Y & about 80 um \\
Initial standard-cell utilization of the core & 2.381\% \\
Top-level I/O count & 16 \\
Floorplan Core Area & roughly 3400 um\^{}2 \\
\multicolumn{2}{l}{\textbf{Clock tree}} \\
Quantity of hold-fixing buffers added after cts & 0 \\
\hline
\end{tabular}
-- cells by family after synthesis --
family                 synth area share [%]
buffers and inverters                 6.148
AND/OR/NAND/NOR                       93.83
-- stage by stage --
stage / std cells / total power [mW] / TNS (ns) / area, um^2 / setup slack [ns]
after global placement: 79 / 0.03989 / -6.118 / 321.6 / -0.9310
after floorplan: 14 / 0.007138 / 0 / 81.33 / 0.1706
final: 84 / 0.06272 / -1.084 / 435.4 / -0.2215
after CTS: 83 / 0.05751 / -1.293 / 415.4 / -0.2451
after detailed placement: 79 / 0.04051 / -6.349 / 321.6 / -0.9609
after global routing: 84 / 0.06664 / -1.421 / 435.4 / -0.2523
-- what timing repair did --
| action | in CTS | in global routing |
|---|---|---|
| buffers inserted | 4 | 1 |
| pin swaps | 8 | 3 |
| endpoints found under the setup margin | 7 | 7 |
| resized | 52 | 5 |
-- cells in the final DEF, fill, tap and decap left out --
cell                              instances
sky130_fd_sc_hd__dlygate4sd2_1            3
sky130_fd_sc_hd__buf_6                    6
sky130_fd_sc_hd__nand2b_4                 2
sky130_fd_sc_hd__buf_4                    6
sky130_fd_sc_hd__clkdlybuf4s15_1          3
sky130_fd_sc_hd__or4_1                    1
sky130_fd_sc_hd__nand2_1                  1
sky130_fd_sc_hd__nor4_4                   4
sky130_fd_sc_hd__buf_2                    6
sky130_fd_sc_hd__nor3_2                   1
sky130_fd_sc_hd__nand2b_1                 1
sky130_fd_sc_hd__clkbuf_2                 1
sky130_fd_sc_hd__nor2_2                   1
sky130_fd_sc_hd__or4_4                    1
sky130_fd_sc_hd__nor3_4                   1
-- worst min-delay path, delay by kind of cell --
family | cells | cell delay (ns)
buffers and inverters | 3 | 0.26
AND/OR/NAND/NOR | 2 | 0.15
-- layer usage --
| layer | wire length (um) | vias to the layer above |
|---|---|---|
| li1 | - | 104 |
| met1 | 319 | 104 |
| met2 | 331 | 10 |
| met3 | 67 | 0 |
| met4 | 0 | 0 |
| met5 | 0 | - |
-- power by group --
| part | internal, mW | switching [mW] |
|---|---|---|
| registers | 0 | 0 |
| logic | 0.0333 | 0.0294 |
| clock network | 0 | 0 |
-- worst max-delay path by stage --
stage	startpoint	endpoint	slack, ns	cells after the start
final	opcode[7]	alu_control[0]	-0.22	6
after global routing	opcode[7]	alu_control[0]	-0.25	6
after CTS	opcode[6]	alu_control[1]	-0.25	5
-- area by class of cell --
type	instances	area (um^2)	area share (%)
well taps	46	57.56	13.22
repair buffers	25	203.9	46.84
multi-input cells	13	173.9	39.94
Power and IR drop assume default switching activity.
