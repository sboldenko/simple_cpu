==> flow/design.v <==
module alu
(
	input  clk,
	input  [ 3:0] control, 
	input  [ 7:0] A,
	input  [ 7:0] B,
	output [15:0] Y
);
	reg [15:0] result = 16'h0000;	
	always @ (posedge clk)
	begin
		case (control)
			4'b0001: result = {8'h00, A + B};
			4'b0010: result = {8'h00, A - B};
			4'b0100: result = A * B;
			4'b1000: result = A / B;
		endcase
	end
	assign Y = result;
endmodule
==> flow/run.sh <==
#!/bin/bash
# OpenROAD 26Q1-2900-gdf79404cd8, Yosys 0.63+post, stock flow scripts
make -C /OpenROAD-flow-scripts/flow DESIGN_CONFIG=/design/flow/config.mk WORK_HOME=/design/flow/orfs finish
==> flow/config.mk <==
export PLATFORM = sky130hd
export DESIGN_NAME = alu
export DESIGN_NICKNAME = alu
export VERILOG_FILES = /design/flow/design.v
export SDC_FILE = /design/flow/constraint.sdc
export NUM_CORES = 4
export LEC_CHECK = 1
export CORE_UTILIZATION = 40
==> flow/constraint.sdc <==
current_design alu

set clk_period 23.1
set clk_io_pct 0.2

create_clock -name clk0 -period $clk_period [get_ports {clk}]

set non_clock_inputs [all_inputs -no_clocks]
set_input_delay [expr $clk_period * $clk_io_pct] -clock clk0 $non_clock_inputs
set_output_delay [expr $clk_period * $clk_io_pct] -clock clk0 [all_outputs]
==> ci_impl_report.md <==
## Synthesis and layout report

| Metric | Value |
|---|---|
| Flops out of synthesis | `16` |
| Count of input and output buffers | `36` |
| Number of different library cells in the post-synthesis netlist | `101` |
| Worst hold slack after final layout | `5.17 ns` |
| Count of vias placed by the detailed router | `10700` |
| Most common reg cell | `sky130_fd_sc_hd__edfxtp_1` |
| Sinks on the clock net | `16` |
| Total die size | `22100 um2` |
| Avg Synthesized Cell Area | `7.74 um2` |
| Least-Margin Pin Slew | `0.894 ns` |
| Overall die height | `149 um` |
| Tally of OpenROAD warnings | `32` |
| Initial antenna violation count | `0` |
| Core area | `21100 um2` |
| Async SR Flop Fraction | `0` |
| Sequential cell area fraction in the yosys report | `0.0558` |
| Syn-to-layout area delta | `69.5%` |
| Routed metal-1 wire length | `15300 um` |
| Share of layout cells above drive strength 1 | `0.454` |
| Kind of capture point of the worst setup path | `flop` |
| Starting density of the core | `0.408` |
| Maximum clock frequency | `0.0328 GHz` |
| Fraction of the cycle the final worst path needs | `1.32` |
| Number of buffers between clock root and the deepest sink | `2` |
| Met3 WL post-DR | `2270 um` |
| First-pass detailed-route iteration total | `5` |
| Slowest-stage cell, CP | `sky130_fd_sc_hd__o41a_1` |
| Std-Cell Rows | `53` |
| Number of nets still failing antenna checks after routing | `0` |
| Die width | `149 um` |
| Minimum setup slack in the final design | `-7.38 ns` |
| Count of synthesis-stage warnings from yosys | `1` |
| Worst path top cell family by delay | `AND-OR/OR-AND gates` |
| Buffers & Inverters on Critical Path | `60` |
| TritonCTS clock tree | `built` |
| Largest cells by area after synthesis | `sky130_fd_sc_hd__ha_1, sky130_fd_sc_hd__fa_1, sky130_fd_sc_hd__edfxtp_1` |
| Wirelength, routed | `32400 um` |
| Fillers | `1512` |
| Final hold viol count | `0` |
| Post-synth EDFFs | `16` |
| Share of the synthesized area in the top cell type | `0.214` |
| Maximum cell stage delay along the critical path | `0.55 ns` |
| Outcome | `complete, but fails checks` |
| Leftover overflow at the end of global routing | `0` |
| Post-synthesis cell type with the largest combined area | `sky130_fd_sc_hd__ha_1` |
| Clock Tree Root | `sky130_fd_sc_hd__clkbuf_16` |
| # Cells Yosys | `1112` |
| Cell count after synthesis | `1112` |
| WP data required | `23.09 ns` |
| Clock-pin slew on the worst setup and hold paths | `0.05 ns` |
| Syn Std Cell Area | `8610 um2` |
| Path type of the worst min-delay path | `in2reg` |
| Initial DRC count | `621` |
| Vias per inst | `5.45` |
| Number of top-level design ports | `37` |
| Setup tns final | `-16.56 ns` |
| Final Setup Violations | `4` |
| Largest net degree at the start of global routing | `20` |
| Tmin final | `30.48 ns` |
| Most frequent cell on the critical path | `sky130_fd_sc_hd__buf_4` |
| Crit path arrival time | `30.47 ns` |
| Final HPWL DP | `22500 um` |
| Setup repair after global routing missed its margin | `yes` |
| Final routed DRC violation total | `0` |
| Failing checks | `negative setup slack` |
| Top metal layer carrying routed signals | `met4` |
| Max-cap violations | `0` |
| H-tree levels | `1` |
| Post-Place Setup Slack | `-8.21 ns` |
| Crit start category | `primary input` |
| Number of clock buffers inserted by TritonCTS | `3` |
| Category of the critical setup timing path | `in2reg` |
| Normalized max-slew margin | `0.402` |
| Met2 routed WL | `14100 um` |
| Largest register FFs | `16` |
| Peak fanout along the critical path | `8` |
| Routed length per placed instance | `16.6 um` |
| GRT Resource Usage Total | `0.291` |
| Dpl cell area | `12300 um2` |
| Final weighted congestion in routability-driven placement | `0.928` |
| Finished layout cell area | `14600 um2` |
| Max Slew Vio Count | `0` |
| Number of global-route vias before repair | `10200` |
| Synthesis area per yosys | `8610 um2` |
| Cts hold-fix bufs | `0` |
| First-pass GRT wire length | `50200 um` |
| Ant diodes | `0` |
-- cell usage in the layout (no fill, tap or decap), types with 13 or more instances in the layout --
cell	n
sky130_fd_sc_hd__a21o_1	24
sky130_fd_sc_hd__o21ai_2	18
sky130_fd_sc_hd__inv_1	85
sky130_fd_sc_hd__o21ai_0	36
sky130_fd_sc_hd__xnor2_1	38
sky130_fd_sc_hd__o211ai_1	16
sky130_fd_sc_hd__nor3_1	40
sky130_fd_sc_hd__fa_1	37
sky130_fd_sc_hd__buf_4	528
sky130_fd_sc_hd__ha_4	21
sky130_fd_sc_hd__o21a_1	40
sky130_fd_sc_hd__mux2_4	13
sky130_fd_sc_hd__ha_1	125
sky130_fd_sc_hd__nand2_1	90
sky130_fd_sc_hd__o21ai_1	16
sky130_fd_sc_hd__a21oi_1	43
sky130_fd_sc_hd__a21oi_2	20
sky130_fd_sc_hd__nor2_1	78
sky130_fd_sc_hd__buf_6	29
sky130_fd_sc_hd__and2_1	15
sky130_fd_sc_hd__clkdlybuf4s50_1	28
sky130_fd_sc_hd__edfxtp_1	16
sky130_fd_sc_hd__xor2_1	25
-- metal layers --
| layer | up-vias | track usage |
|---|---|---|
| met5 | - | 0 |
| met4 | 0 | 0.0603 |
| met3 | 54 | 0.0523 |
| met2 | 373 | 0.456 |
| met1 | 5011 | 0.424 |
| li1 | 5241 | - |
-- stage by stage --
step	util	std cells
final	0.692	1958
after global routing	0.692	1958
after CTS	0.664	1921
after detailed placement	0.585	1749
after global placement	0.585	1749
after floorplan	-	1119
-- repair_timing --
| item | CTS | global route |
|---|---|---|
| buffers inserted | 169 | 60 |
| resized | 101 | 81 |
| pin swaps | 75 | 94 |
| endpoints found under the setup margin | 4 | 4 |
-- cell type report --
cell class                      instances  area, um2  area share
Timing Repair Buffer                  593       4650       0.319
Multi-Input combinational cell        981       8690       0.596
Sequential cell                        16        480      0.0329
Inverter                               90        344      0.0236
Tap cell                              275        344      0.0236
Clock buffer                            3       75.1     0.00515
-- cell usage after synthesis, types with 4 or more instances --
master and count:
sky130_fd_sc_hd__a211o_1 4, sky130_fd_sc_hd__a21boi_0 5, sky130_fd_sc_hd__a21o_1 24, sky130_fd_sc_hd__a21oi_1 67, sky130_fd_sc_hd__a22oi_1 8, sky130_fd_sc_hd__a31oi_1 8
sky130_fd_sc_hd__and2_1 16, sky130_fd_sc_hd__and3_1 7, sky130_fd_sc_hd__clkbuf_1 27, sky130_fd_sc_hd__edfxtp_1 16, sky130_fd_sc_hd__fa_1 37, sky130_fd_sc_hd__ha_1 147
sky130_fd_sc_hd__inv_1 90, sky130_fd_sc_hd__mux2_2 15, sky130_fd_sc_hd__mux2i_1 6, sky130_fd_sc_hd__nand2_1 101, sky130_fd_sc_hd__nand2b_1 9, sky130_fd_sc_hd__nand3_1 13
sky130_fd_sc_hd__nand3b_1 6, sky130_fd_sc_hd__nand4_1 9, sky130_fd_sc_hd__nor2_1 91, sky130_fd_sc_hd__nor2b_1 10, sky130_fd_sc_hd__nor3_1 43, sky130_fd_sc_hd__nor4_1 6
sky130_fd_sc_hd__nor4b_1 5, sky130_fd_sc_hd__o211ai_1 16, sky130_fd_sc_hd__o21a_1 43, sky130_fd_sc_hd__o21ai_0 60, sky130_fd_sc_hd__o21ai_1 12, sky130_fd_sc_hd__o21bai_1 8
sky130_fd_sc_hd__o221ai_1 4, sky130_fd_sc_hd__o22ai_1 9, sky130_fd_sc_hd__o31ai_1 17, sky130_fd_sc_hd__or2_2 11, sky130_fd_sc_hd__or3_1 9, sky130_fd_sc_hd__or4_1 4
sky130_fd_sc_hd__xnor2_1 39, sky130_fd_sc_hd__xor2_1 25
-- cells by family after synthesis --
| group | Yosys count | share of synthesized area |
|---|---|---|
| fa+ha+maj | 184 | 0.300 |
| mux | 25 | 0.0336 |
| compound gates | 336 | 0.273 |
| flops | 16 | 0.0558 |
| simple gates | 364 | 0.218 |
| xor+xnor | 64 | 0.0651 |
| other cells | 1 | 0.000436 |
| buf+inv | 122 | 0.0545 |
-- final timing paths --
check / start / end / slack, ns / cells after the start
worst min-delay path: A[1] / result[1]$_DFFE_PP_ / 5.17 / 5
worst max-delay path: B[0] / result[0]$_DFFE_PP_ / -7.38 / 161
